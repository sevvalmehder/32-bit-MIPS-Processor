==> flow/design.v <==
module control_unit(
	output reg RegRead,
				  RegWrite,
				  MemRead,
				  MemWrite,
				  RegDst,  
				  Branch,
	input [5:0] opcode, funct
);
	always @(opcode, funct) begin
		MemRead  = 1'b0;
		MemWrite = 1'b0;
		RegWrite = 1'b0;
		RegRead  = 1'b0;
		RegDst   = 1'b0;
		Branch   = 1'b0;
		if(opcode == 6'h0) begin
			RegDst = 1'b1;
			RegRead = 1'b1;
			if(funct != 6'h08) begin
				RegWrite = 1'b1;
			end
		end
		if(opcode != 6'b010101) begin
			RegRead = 1'b1;
		end
		if(opcode != 6'h0 & opcode != 6'h4 & opcode != 6'h5 & opcode != 6'h28 & opcode != 6'h29 & opcode != 6'h2b) begin
			RegWrite = 1'b1;
			RegDst   = 1'b0;
		end
		if(opcode == 6'h4 | opcode == 6'h5) begin
			Branch   = 1'b1;
		end
		if(opcode != 6'h0 & (opcode == 6'h28 | opcode == 6'h29 | opcode == 6'h2b)) begin
			MemWrite = 1'b1;
			RegRead  = 1'b1;
		end
		if(opcode != 6'h0 & (opcode == 6'h23))begin
			MemRead = 1'b1;
		end
	end
endmodule
==> flow/run.sh <==
#!/bin/bash
# OpenROAD 26Q1-2900-gdf79404cd8, Yosys 0.63+post, stock flow scripts
make -C /OpenROAD-flow-scripts/flow DESIGN_CONFIG=/design/flow/config.mk WORK_HOME=/design/flow/orfs finish
==> flow/config.mk <==
export PLATFORM = sky130hd
export DESIGN_NAME = control_unit
export DESIGN_NICKNAME = control_unit
export VERILOG_FILES = /design/flow/design.v
export SDC_FILE = /design/flow/constraint.sdc
export NUM_CORES = 4
export LEC_CHECK = 1
export CORE_AREA = 10 10 70 70
export DIE_AREA = 0 0 80 80
==> flow/constraint.sdc <==
current_design control_unit

set clk_period 2.7
set clk_io_pct 0.2

create_clock -name clk0 -period $clk_period

set non_clock_inputs [all_inputs -no_clocks]
set_input_delay [expr $clk_period * $clk_io_pct] -clock clk0 $non_clock_inputs
set_output_delay [expr $clk_period * $clk_io_pct] -clock clk0 [all_outputs]
==> changes_impl.md <==
### Changed

* Final Critical Period at 2.628 ns
* IO Port Bufs at 18
* Worst-margin pin slew at 0.2558 ns
* Fp util at 0.02784
* Register share after synthesis at 0
* Antenna cells at 0
* Final setup violation count at 0
* Final Slew Violations at 0
* # clk buffers at 0
* Crit path capture type: output pin
* Min Hold Slack at roughly 1.8 ns
* Vias per Instance at 2.358
* Synthesized area at approximately 95 um^2
* First-pass GRT wire length at roughly 900 um
* CP arrival at 2.09 ns
* Final Non-Filler Cells at 81
* Rel. slew slack at 0.8270
* Die Ht at approximately 80 um
* Initial drt markers at 0
* Most numerous logic cell after layout: clkdlybuf4s50_1
* Post-Synthesis Cells at 14
* Largest net degree at the start of global routing at 5
* DP Wirelength at 548.3 um
* Max IR drop VDD at approximately 0.0077 mV
* Final setup margin at 0.07171 ns
* DR vias at between 150 and 200
* Top Layout Cells: clkdlybuf4s50_1, dlygate4sd2_1, buf_4
* Drt pass-1 iters at 1
* Fmax at 380.5 MHz
* Layout cells sized above 1 at 0.1714
* Yosys chip area at about 95 um^2
* Fill cells at 401
* Hold Crit Start: opcode[4]
* Register area at 0 um^2
* Setup_tns at 0 ns
* Chip area at 6400 um^2
* Initial antenna violation count at 0
* Grt total ovfl at 0
* RSZ-0062 raised after global routing: no
* Largest area contributor in the synthesized netlist: and3_1
* Outcome: complete, no violations
* Area Overhead vs Synth at 273.7%
* Synth top area cells: and3_1, nor4_2, or4_4, nor4b_1, a211oi_1
* Count of final hold-check violations at 0
* Max FO, Critical Path at 3
* Area of the core at around 3400 um^2
* Crit path DRT at roughly 2.2 ns
* Tally of OpenROAD warnings at 32
* DR WL/cell at 7.543 um
* Max-Cap Viols at 0
* Synth Warn # at 1
* Post-DRT Antenna Nets at 0
* DP Cell Count at around 80
* Die Width at 80 um
* Min-delay worst type: in -> out
* Final worst path period share at 0.9734
* # DRC at 0
* Tot GR Track Use at 0.01639
* Flop count at 0
* P_leak at 0.1230 nW
* Vias in the first global route at 193
* Cell variety after synth at 12
* Row count at 21
* Yosys stat cell total at 14
* Routed wire length at 611 um
* Setup Crit Path Kind: in -> out
* Post-Place Worst Slack at -0.04644 ns
* IO Count at 18
* Syn_area_per_cell at 6.792 um^2
* Hold-fix buffers at CTS at 0
* Top cell area share at 0.1316
* CP startpoint: opcode[3]
* Final GP Congestion at 0.8005
* Crit path launch type: input pin
* Power per Cell Area at just over 80 nW/um^2
==> synthesized netlist by cell type <==
| library cell | number |
|---|---|
| nor2_1 | 2 |
| nor4b_1 | 1 |
| nor3_1 | 1 |
| and3_1 | 2 |
| nor3b_1 | 1 |
| a211oi_1 | 1 |
| nor2b_1 | 1 |
| inv_1 | 1 |
| nor4_2 | 1 |
| or4_4 | 1 |
| nand2b_1 | 1 |
| nand4_1 | 1 |
==> layer usage <==
metal,up-vias,track usage,share of wire
li1,98,-,-
met1,76,0.02373,0.51
met2,17,0.02167,0.27
met3,0,0.009091,0.22
met4,0,0,0
met5,-,0,0
==> final cells by class <==
type               count  area (um^2)  area share
inverters              1        3.754     0.01056
repair buffers        21        197.7      0.5563
well taps             46        57.56      0.1620
multi-input cells     13        96.34      0.2711
==> metrics by stage <==
stage	util	total power (W)	cell area [um^2]
finish	0.1040	0.00002937	355.3
global route	0.1040	0.00003198	355.3
CTS	0.1040	0.00002953	355.3
detailed placement	0.1018	0.00003052	347.8
global placement	0.1018	0.00003036	347.8
floorplan	-	0.000004520	95.09
==> repair_timing <==
action | in CTS | in global routing
setup buffers | 1 | 0
setup endpoints to repair | 3 | 1
gates resized | 5 | 0
pin swaps | 3 | 1
==> logic make-up (layout without fill, tap and decap cells) <==
group,after synthesis,in the layout,share of synthesized area
simple gates,12,12,0.8817
buf+inv,1,22,0.03944
compound gates,1,1,0.07898
==> worst paths after layout <==
path | to | cells after the start
worst min-delay path | RegRead | 3
worst max-delay path | Branch | 5
==> worst max-delay path, cell delays in order <==
cell and delay, ns:
dlygate4sd2_1 0.25, or4_4 0.54, buf_4 0.15, nor2_1 0.11, clkdlybuf4s50_1 0.48
==> power breakdown <==
| group | internal, W | switching, W | leakage (nW) |
|---|---|---|---|
| Combinational | 0.0000208 | 0.00000855 | 0.123 |
| Clock | 0 | 0 | 0 |
| Sequential | 0 | 0 | 0 |
Power figures rest on the tool's default switching activity, not on a simulated workload.
